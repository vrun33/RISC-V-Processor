[/design/flow/run.sh]
#!/bin/bash
# OpenROAD 26Q1-2900-gdf79404cd8, Yosys 0.63+post, stock flow scripts
make -C /OpenROAD-flow-scripts/flow DESIGN_CONFIG=/design/flow/config.mk WORK_HOME=/design/flow/orfs finish
[/design/flow/config.mk]
export PLATFORM = sky130hd
export DESIGN_NAME = alu
export DESIGN_NICKNAME = alu
export VERILOG_FILES = /design/flow/design.v
export SDC_FILE = /design/flow/constraint.sdc
export NUM_CORES = 4
export LEC_CHECK = 1
export CORE_UTILIZATION = 30
[/design/flow/constraint.sdc]
current_design alu

set clk_period 80.4
set clk_io_pct 0.2

create_clock -name clk0 -period $clk_period

set non_clock_inputs [all_inputs -no_clocks]
set_input_delay [expr $clk_period * $clk_io_pct] -clock clk0 $non_clock_inputs
set_output_delay [expr $clk_period * $clk_io_pct] -clock clk0 [all_outputs]
[/design/flow/design.v]
module fulladder1(
    output sum,
    output cout,
    input a,
    input b,
    input cin
);
    wire s1, c1, c2;
    xor x1(s1, a, b);
    xor x2(sum, s1, cin);  
    and a1(c1, s1, cin);
    and a2(c2, a, b);
    or o1(cout, c1, c2);  
endmodule
module fa64(
    input [63:0] a,
    input [63:0] b,
    output [63:0] sum,
    output c_out,      
    output v_flag,     
    output n_flag,     
    output z_flag      
);
    wire [64:0] carry;
    wire a_sum_diff_sign;
    wire same_signs_temp;     
    wire same_signs;          
    assign carry[0] = 0;
    genvar i;
    generate
        for(i = 0; i < 64; i = i + 1) begin 
            fulladder1 fa1(
                .sum(sum[i]), 
                .cout(carry[i+1]), 
                .a(a[i]), 
                .b(b[i]), 
                .cin(carry[i])
            );
        end
    endgenerate
    assign c_out = carry[64];
    xor x1(a_sum_diff_sign, a[63], sum[63]);
    xor x2(same_signs_temp, a[63], b[63]);
    xor x3(same_signs, same_signs_temp, 1'b1);   
    and a1(v_flag, a_sum_diff_sign, same_signs);
    assign n_flag = sum[63];
    assign z_flag = (sum == 64'b0);
endmodule
module sub64(
    input [63:0] a,
    input [63:0] b,
    output [63:0] diff,
    output c_out,      
    output v_flag,     
    output n_flag,     
    output z_flag      
);
    wire [63:0] b_inv;
    wire [64:0] carry;
    wire a_diff_diff_sign;    
    wire opp_signs;           
    genvar j;
    generate
        for(j=0; j< 64;j=j+1) begin
            xor x1(b_inv[j], b[j], 1'b1);
        end
    endgenerate
    assign carry[0] = 1;
    genvar i;
    generate
        for(i = 0; i < 64; i = i + 1) begin
            fulladder1 fa1(
                .sum(diff[i]),
                .cout(carry[i+1]),
                .a(a[i]),
                .b(b_inv[i]),
                .cin(carry[i])
            );
        end
    endgenerate
    assign c_out = carry[64];
    xor x2(a_diff_diff_sign, a[63], diff[63]);
    xor x3(opp_signs, a[63], b[63]);
    and a1(v_flag, a_diff_diff_sign, opp_signs);
    assign n_flag = diff[63];
    assign z_flag = (diff == 64'b0);
endmodule
module sll64(
    input [63:0] rs1,   
    input [63:0] rs2,    
    output [63:0] result,
    output z_flag,
    output v_flag
);
    wire [5:0] shift_amt;  
    assign shift_amt = rs2[5:0]; 
    wire [63:0] stage1, stage2, stage4, stage8, stage16, stage32;  
    assign stage1 = shift_amt[0] ? {rs1[62:0], 1'b0} : rs1;  
    assign stage2 = shift_amt[1] ? {stage1[61:0], 2'b0} : stage1;  
    assign stage4 = shift_amt[2] ? {stage2[59:0], 4'b0} : stage2;  
    assign stage8 = shift_amt[3] ? {stage4[55:0], 8'b0} : stage4;  
    assign stage16 = shift_amt[4] ? {stage8[47:0], 16'b0} : stage8;  
    assign stage32 = shift_amt[5] ? {stage16[31:0], 32'b0} : stage16;  
    assign result = stage32;  
    assign z_flag = (result == 64'b0);
    assign v_flag = (rs1[63] ^ result[63]);
endmodule
module and64(
    input[63:0] a,
    input[63:0] b,
    output[63:0] out,
    output z_flag
);
    genvar i;
    generate
        for(i = 0; i<64; i=i+1) begin
            and a1(out[i], a[i], b[i]);
        end
    endgenerate
    assign z_flag = (out == 64'b0);
endmodule
module srl64(
    input [63:0] rs1,   
    input [63:0] rs2,    
    output [63:0] result,
    output z_flag
);
    wire [5:0] shift_amt; 
    assign shift_amt = rs2[5:0]; 
    wire [63:0] stage1, stage2, stage4, stage8, stage16, stage32; 
    assign stage1 = shift_amt[0] ? {1'b0, rs1[63:1]} : rs1;  
    assign stage2 = shift_amt[1] ? {2'b0, stage1[63:2]} : stage1;  
    assign stage4 = shift_amt[2] ? {4'b0, stage2[63:4]} : stage2;  
    assign stage8 = shift_amt[3] ? {8'b0, stage4[63:8]} : stage4;  
    assign stage16 = shift_amt[4] ? {16'b0, stage8[63:16]} : stage8;  
    assign stage32 = shift_amt[5] ? {32'b0, stage16[63:32]} : stage16;  
    assign result = stage32; 
    assign z_flag = (result == 64'b0); 
endmodule
module sra64(
    input [63:0] rs1,   
    input [63:0] rs2,    
    output [63:0] result,
    output z_flag
);
    wire [5:0] shift_amt;  
    assign shift_amt = rs2[5:0];  
    wire [63:0] stage1, stage2, stage4, stage8, stage16, stage32; 
    wire msb = rs1[63];
    assign stage1 = shift_amt[0] ? {msb, rs1[63:1]} : rs1;  
    assign stage2 = shift_amt[1] ? {{2{msb}}, stage1[63:2]} : stage1;  
    assign stage4 = shift_amt[2] ? {{4{msb}}, stage2[63:4]} : stage2;  
    assign stage8 = shift_amt[3] ? {{8{msb}}, stage4[63:8]} : stage4;  
    assign stage16 = shift_amt[4] ? {{16{msb}}, stage8[63:16]} : stage8;  
    assign stage32 = shift_amt[5] ? {{32{msb}}, stage16[63:32]} : stage16;  
    assign result = stage32;  
    assign z_flag = (result == 64'b0);
endmodule
module slt64(
    input [63:0] rs1,     
    input [63:0] rs2,     
    output [63:0] rd,
    output wire z_flag     
);
    wire [63:0] diff;
    wire less_than;       
    sub64 subtractor(
        .a(rs1),
        .b(rs2),
        .diff(diff),
        .c_out(c_out),
        .v_flag(v_flag),
        .n_flag(n_flag),
        .z_flag(z_flag)
    );
    xor x1(less_than, n_flag, v_flag);
    assign rd = {63'b0, less_than};
    assign z_flag = (rd == 64'b0);
endmodule
module sltu64(
    input [63:0] rs1,     
    input [63:0] rs2,     
    output [63:0] rd,     
    output wire z_flag    
);
    wire [63:0] diff;
    wire less_than;
    sub64 subtractor(
        .a(rs1),
        .b(rs2),
        .diff(diff),
        .c_out(c_out),
        .v_flag(v_flag),
        .n_flag(n_flag),
        .z_flag(z_flag)
    );
    xor x1(less_than, c_out, 1'b1);
    assign rd = {63'b0, less_than};
    assign z_flag = (rd == 64'b0);
endmodule
module xor64(
    input[63:0] a,
    input[63:0] b,
    output[63:0] out,
    output z_flag
);
    genvar i;
    generate
        for(i = 0; i<64; i=i+1) begin
            xor a1(out[i], a[i], b[i]);
        end
    endgenerate
    assign z_flag = (out == 64'b0);
endmodule
module or64(
    input[63:0] a,
    input[63:0] b,
    output[63:0] out,
    output z_flag
);
    genvar i;
    generate
        for(i = 0; i<64; i=i+1) begin
            or a1(out[i], a[i], b[i]);
        end
    endgenerate
    assign z_flag = (out == 64'b0);
endmodule
module alu(
    input signed [63:0] a,
    input signed [63:0] b,
    input [3:0] control,  
    output wire [63:0] result,
    output wire z_flag       
);
    wire [63:0] add_result, sub_result, and_result, or_result, xor_result;
    wire [63:0] slt_result, sltu_result, sra_result, srl_result, sll_result;
    wire add_cout, add_v, add_n, add_z;
    wire sub_cout, sub_v, sub_n, sub_z;
    wire and_z, or_z, xor_z;
    wire slt_z, sltu_z;
    wire sra_z, srl_z, sll_z, sll_v;
    reg [63:0] reg_result;
    reg reg_z_flag, reg_n_flag, reg_v_flag, reg_c_flag;
    assign result = reg_result;
    assign z_flag = reg_z_flag;
    assign n_flag = reg_n_flag;
    assign v_flag = reg_v_flag;
    assign c_flag = reg_c_flag;
    localparam  AND  = 4'b0000,
                OR  = 4'b0001,
                ADD  = 4'b0010,
                SRL   = 4'b0011,
                XOR  = 4'b0100,
                SLL  = 4'b0101,
                SUB = 4'b0110,
                SRA  = 4'b0111,
                SLT  = 4'b1000,
                SLTU  = 4'b1001;
    fa64 adder(
        .a(a),
        .b(b),
        .sum(add_result),
        .c_out(add_cout),
        .v_flag(add_v),
        .n_flag(add_n),
        .z_flag(add_z)
    );
    sub64 subtractor(
        .a(a),
        .b(b),
        .diff(sub_result),
        .c_out(sub_cout),
        .v_flag(sub_v),
        .n_flag(sub_n),
        .z_flag(sub_z)
    );
    and64 and_op(
        .a(a),
        .b(b),
        .out(and_result),
        .z_flag(and_z)
    );
    or64 or_op(
        .a(a),
        .b(b),
        .out(or_result),
        .z_flag(or_z)
    );
    xor64 xor_op(
        .a(a),
        .b(b),
        .out(xor_result),
        .z_flag(xor_z)
    );
    slt64 slt_op(
        .rs1(a),
        .rs2(b),
        .rd(slt_result),
        .z_flag(slt_z)
    );
    sltu64 sltu_op(
        .rs1(a),
        .rs2(b),
        .rd(sltu_result),
        .z_flag(sltu_z)
    );
    sra64 sra_op(
        .rs1(a),
        .rs2(b),
        .result(sra_result),
        .z_flag(sra_z)
    );
    srl64 srl_op(
        .rs1(a),
        .rs2(b),
        .result(srl_result),
        .z_flag(srl_z)
    );
    sll64 sll_op(
        .rs1(a),
        .rs2(b),
        .result(sll_result),
        .z_flag(sll_z),
        .v_flag(sll_v)
    );
    always @(*) begin
        case(control)
            ADD: begin
                reg_result = add_result;
                reg_z_flag = add_z;
                reg_n_flag = add_n;
                reg_v_flag = add_v;
                reg_c_flag = add_cout;
            end
            SUB: begin
                reg_result = sub_result;
                reg_z_flag = sub_z;
                reg_n_flag = sub_n;
                reg_v_flag = sub_v;
                reg_c_flag = sub_cout;
            end
            AND: begin
                reg_result = and_result;
                reg_z_flag = and_z;
                reg_n_flag = and_result[63];
                reg_v_flag = 1'b0;
                reg_c_flag = 1'b0;
            end
            OR: begin
                reg_result = or_result;
                reg_z_flag = or_z;
                reg_n_flag = or_result[63];
                reg_v_flag = 1'b0;
                reg_c_flag = 1'b0;
            end
            XOR: begin
                reg_result = xor_result;
                reg_z_flag = xor_z;
                reg_n_flag = xor_result[63];
                reg_v_flag = 1'b0;
                reg_c_flag = 1'b0;
            end
            SLT: begin
                reg_result = slt_result;
                reg_z_flag = slt_z;
                reg_n_flag = slt_result[63];
                reg_v_flag = 1'b0;
                reg_c_flag = 1'b0;
            end
            SLTU: begin
                reg_result = sltu_result;
                reg_z_flag = sltu_z;
                reg_n_flag = sltu_result[63];
                reg_v_flag = 1'b0;
                reg_c_flag = 1'b0;
            end
            SRA: begin
                reg_result = sra_result;
                reg_z_flag = sra_z;
                reg_n_flag = sra_result[63];
                reg_v_flag = 1'b0;
                reg_c_flag = 1'b0;
            end
            SRL: begin
                reg_result = srl_result;
                reg_z_flag = srl_z;
                reg_n_flag = srl_result[63];
                reg_v_flag = 1'b0;
                reg_c_flag = 1'b0;
            end
            SLL: begin
                reg_result = sll_result;
                reg_z_flag = sll_z;
                reg_n_flag = sll_result[63];
                reg_v_flag = sll_v;
                reg_c_flag = 1'b0;
            end
            default: begin
                reg_result = 64'h0;
                reg_z_flag = 1'b1;
                reg_n_flag = 1'b0;
                reg_v_flag = 1'b0;
                reg_c_flag = 1'b0;
            end
        endcase
    end
endmodule
==> results_slide.txt <==
Flow Results at a Glance

Status
  • Status: finished, final reports clean

Power
  • Leakage power: 0.008981 uW
  • Pwr per Cell Area: approximately 9.7 nW/um2
  • Psw: 148.8 uW
  • VDD IR max: 5.832 uV
  • Switching share of total power: 0.6497
  • P_int: 80.23 uW
  • Total power: 229.1 uW

Final layout
  • Storage cell area: 0 um2
  • Layout clock buffer count: 0
  • # fillers: ~6,800
  • Syn-to-layout area delta: 14.86%
  • Dominant logic cell types in the final layout: mux4_2, clkdlybuf4s50_1, nand2_1
  • Commonest Layout Cell: mux4_2
  • Share of cells above drive strength 1: 0.1996
  • Flip-flops: 0
  • Finished Layout Cells: 3,365

Worst setup path
  • CP dominant cell by count: fa_1
  • Max stage delay on crit path: around 670 ps
  • Worst setup path class: in2out
  • Worst Setup EP: z_flag
  • Critical path arrival: between 40,000 and 50,000 ps
  • CP max stage cell: clkinv_1
  • CP Launch Point: b[1]
  • Crit path launch type: input port
  • Setup crit end kind: output pin
  • Critical path required time: between 60,000 and 70,000 ps
  • Crit path max fanout: approximately 56

GRT
  • Initial antenna violation count: 18
  • Largest net degree at the start of global routing: 98
  • Overflow left after global routing: 0
  • Vias in the first global route: approximately 25,000
  • First-pass GRT wire length: approximately 210 mm
  • Total GRT Usage: 0.4476

STA
  • FMAX: around 17 MHz
  • RSZ-0062 raised after global routing: false
  • Setup violators final: 0
  • Max-slew headroom: 0.2015
  • Final hold vios: 0
  • Min Clock Period, post-route: 60,180 ps
  • Slew @ Worst Pin: 1185 ps
  • Setup TNS Final: 0 ps
  • Max-slew violation count: 0
  • Final period utilization: 0.7485

Synth
  • Syn avg cell area: approximately 8.6 um2
  • Simple Share, Synth: 0.1566
  • Synthesized instance count: 2,391
  • Yosys synthesis chip area: 20,600 um2
  • Mux share: 0.3221
  • Synthesis warning total: 12
  • Netlist cell types: roughly 90
  • Mapped cell area: 20,600 um2
  • Yosys adder share: 0.2005
  • Synth Seq Share: 0
  • Ys cells: between 2,000 and 2,500
  • Aoi share: 0.2315
  • Comb area leader: multiplexers
  • Xor/xnor share: 0.0004252

Min path
  • HP Class: in2out

Placement
  • Routability cong.: 1.237
  • DP HPWL: approximately 120 mm
  • DP Cell Count: between 3,000 and 4,000
  • Number of port buffers: approximately 200

Floorplan
  • DIE WIDTH: approximately 260 um
  • Core Box Area: ~68,000 um2
  • Pre-Place Util: 0.3051
  • Height of the die: 264.0 um
  • Chip area: 69,710 um2
  • I/O pin total: 197
  • Num rows: about 95

Drt
  • DR iter-0 viols: between 3,000 and 4,000
  • Routed len/inst: around 45 um
  • DRC: 0
  • Via Count: around 25,000
  • Via density: ~7.5
  • Drt total wl: about 150 mm
  • Drt pass-1 iters: 10
  • ANT nets after route: 0

Job
  • Tool warnings: 98
  • Max-cap viol count: 0

CTS
  • Post-cts resize count: 0
  • Hold Buf Count CTS: 0
  • Post-CTS Setup Repair Bufs: 0
-- cells in the mapped netlist, types with 21 or more instances --
cell / instances / area [um2]
mux4_2: 197 / 4437
nand2_1: 182 / 683.2
inv_1: 152 / 570.6
clkbuf_1: 143 / 536.8
nor2_1: 137 / 514.2
a21oi_1: 131 / 655.6
ha_1: 130 / 1627
fa_1: 125 / 2502
mux2i_1: 109 / 1091
o21ai_0: 99 / 495.5
mux2_2: 96 / 1081
nor4_1: 70 / 437.9
buf_2: 57 / 285.3
nand3_1: 56 / 280.3
nand4_1: 52 / 325.3
o22ai_1: 50 / 312.8
o221ai_1: 49 / 429.2
a22o_1: 46 / 402.9
nor3_1: 33 / 165.2
o211ai_1: 32 / 240.2
buf_1: 28 / 105.1
a211oi_1: 25 / 187.7
a221oi_1: 23 / 201.4
a31oi_1: 22 / 137.6
buf_4: 21 / 157.7
-- area by class of cell --
cell class                 count  area [um2]  share of cell area
timing repair buffer         351        3136              0.1325
inverter                     155       585.6             0.02475
tap                          873        1092             0.04617
multi-input combinational   1974       18810              0.7953
antenna                       12       30.03            0.001269
-- power groups by stage --
stage	clock, uW	sequential [uW]	combinational [uW]
5_1_grt	0.0000108	0	230
4_1_cts	0	0	213
-- layer usage --
layer | wire length (um) | global-route usage
met5 | 1234 | 0.1282
met4 | 12880 | 0.2761
met3 | 27780 | 0.3138
met2 | 59460 | 0.5874
met1 | 51600 | 0.5137
-- critical path, delay by kind of cell --
kind | cells | cell delay [ps]
simple gates | 4 | 880
compound gates | 3 | 650
fa+ha+maj | 63 | 24800
buf+inv | 4 | 1600
-- cells by family (layout without fill, tap and decap cells) --
group           Yosys count  count (layout)
compound gates          669             669
simple gates            646             646
buf+inv                 417             506
mux                     403             403
fa+ha+maj               255             255
xor+xnor                  1               1
other cells               0              12
-- how the worst min path moves through the flow --
stage,from,to,depth (start not counted)
after global routing,b[4],result[16],4
final,b[4],result[16],4
after CTS,b[4],result[16],4
-- through the flow --
step | setup slack, ps | hold slack [ps] | instance area, um2 | util
after floorplan | 23040 | 32390 | 20600 | -
after global routing | 19530 | 33220 | 23640 | 0.3501
after global placement | 20690 | 33210 | 23630 | 0.3500
after detailed placement | 20560 | 33200 | 23630 | 0.3500
final | 20220 | 33260 | 23660 | 0.3504
after CTS | 20450 | 33210 | 23630 | 0.3500
Power and IR drop assume default switching activity.
