<file path="flow/design.v">
`timescale 1ns / 1ps
module CLA4Bit(input [3:0]a, input [3:0]b, input cin, output [3:0]s, output cout);
    wire [4:0]Carry;  
    wire [3:0]Pi;  
    wire [3:0]Gi;  
    assign Carry[0] = cin;
    assign cout = Carry[4];
    genvar i;
    generate
        for(i = 0; i < 4; i = i + 1)
        begin : Pi_Gi_Loop
            assign Pi[i] = a[i] ^ b[i];
            assign Gi[i] = a[i] & b[i];
        end
    endgenerate
    assign Carry[1] = Gi[0] | (Pi[0] & Carry[0]);
    assign Carry[2] = Gi[1] | (Pi[1] & Gi[0]) | (Pi[1] & Pi[0] & Carry[0]);
    assign Carry[3] = Gi[2] | (Pi[2] & Gi[1]) | (Pi[2] & Pi[1] & Gi[0]) | (Pi[2] & Pi[1] & Pi[0] & Carry[0]);
    assign Carry[4] = Gi[3] | (Pi[3] & Gi[2]) | (Pi[3] & Pi[2] & Gi[1]) | (Pi[3] & Pi[2] & Pi[1] & Gi[0]) | (Pi[3] & Pi[2] & Pi[1] & Pi[0] & Carry[0]);
    generate
        for(i = 0; i < 4; i = i + 1)
        begin : Sum_Loop
            assign s[i] = Pi[i] ^ Carry[i];
        end
    endgenerate
endmodule
module CLA_N_Bit #(parameter Num = 64)(In1, In2, Cin, Sum, Carry);
    input [Num - 1 : 0]In1;
    input [Num - 1 : 0]In2;
    input Cin;
    output [Num - 1 : 0]Sum;
    output Carry;
    wire [Num : 0]Inter;
    assign Inter[0] = Cin;
    genvar i;
    generate
        for (i = 0; i < Num; i = i + 4) 
        begin : CLA_loop
            CLA4Bit fa(In1[i + 3 : i], In2[i + 3 : i], Inter[i], Sum[i + 3 : i], Inter[i + 4]);
        end
    endgenerate
    assign Carry = Inter[Num];
endmodule
</file>
<file path="flow/run.sh">
#!/bin/bash
# OpenROAD 26Q1-2900-gdf79404cd8, Yosys 0.63+post, stock flow scripts
make -C /OpenROAD-flow-scripts/flow DESIGN_CONFIG=/design/flow/config.mk WORK_HOME=/design/flow/orfs finish
</file>
<file path="flow/config.mk">
export PLATFORM = sky130hd
export DESIGN_NAME = CLA_N_Bit
export DESIGN_NICKNAME = CLA_N_Bit
export VERILOG_FILES = /design/flow/design.v
export SDC_FILE = /design/flow/constraint.sdc
export NUM_CORES = 4
export LEC_CHECK = 1
export CORE_AREA = 10 10 132 132
export DIE_AREA = 0 0 142 142
</file>
<file path="flow/constraint.sdc">
current_design CLA_N_Bit

set clk_period 38.2
set clk_io_pct 0.2

create_clock -name clk0 -period $clk_period

set non_clock_inputs [all_inputs -no_clocks]
set_input_delay [expr $clk_period * $clk_io_pct] -clock clk0 $non_clock_inputs
set_output_delay [expr $clk_period * $clk_io_pct] -clock clk0 [all_outputs]
</file>
==> results.json <==
{
  "cp_top_family": "AND-OR/OR-AND gates",
  "ff_count": 0,
  "synth_cell_types": 51,
  "finalHoldViolCount": 0,
  "critPathSlowestCell": "or3_2",
  "crit_arrival_ns": 11.57,
  "powerDensity_mw_per_mm2": 17.15,
  "wl_um": 10730,
  "die_area_mm2": 0.02016,
  "path_cells": "clkdlybuf4s50_1 > ha_1 > a211oi_2 > o211ai_2 > a221oi_2 > o2111ai_2 > a21oi_2 > or4_4 > a21oi_2 > or3_2 > fa_1 > xor2_1 > clkdlybuf4s50_1",
  "die_w_um": 142,
  "syn_avg_cell_area_um2": 7.436,
  "ys_cells": 404,
  "rsz0062_at_grt": "no",
  "nClkBuffers": 0,
  "finalSetupViolCount": 0,
  "netlist_top_cells_count": "64 x ha_1, 53 x inv_1, 40 x a21oi_1",
  "fmax_mhz": 52.05,
  "netlist.area_leader.share_pct": 26.66,
  "cts-hold-fix-buffers": 0,
  "finalClockPeriodUsage_pct": 50.29,
  "path_max_fanout": 6,
  "cp.depth": 13,
  "flop_area_um2": 0,
  "ys_seq_share_pct": 0,
  "status": "finished, final reports clean",
  "required_ns": 30.56,
  "startpoint": "In1[0]",
  "ir_worst_vdd_uv": 7.148,
  "area_leaders": "ha_1 27%, fa_1 11%, xnor2_1 7.9%, a21oi_1 6.7%, inv_1 6.6%",
  "final_layout_size_suffix_gt1_share_pct": 2.843,
  "place_area_mm2": 0.005176,
  "finalWeightedCongestion": 0.8370,
  "overflow": 0,
  "tns_ns": 0,
  "syn_to_final_growth_pct": 72.30,
  "drv_slew": 0,
  "warning_count": 32,
  "core_area_mm2": 0.01453,
  "cts_resized": 0,
  "dp_hpwl_um": 10090,
  "numPortBuffers": 194,
  "antenna_found_initial": 1,
  "tightest_slew_ns": 0.5662,
  "start_kind": "primary input",
  "drt_pre_antenna_iters": 4,
  "path_buffers": 2,
  "hold_path.class": "in -> out",
  "finalPower_w": 0.00008878,
  "maxSlewHeadroom_pct": 61.90,
  "grt_pass1_wl_um": 17170,
  "largest_area_cell": "ha_1",
  "num_rows": 44,
  "leakage_nw": 2.290,
  "fin_area_mm2": 0.005176,
  "crit_type": "in -> out",
  "grt_pass1_vias": 3458,
  "diodes": 0,
  "io_pins": 194,
  "ant_nets": 0,
  "critPathMaxStageDelay_ns": 0.48,
  "drc_errors": 0,
  "yosysWarnings": 0,
  "vias": 3485,
  "synthesis.area_mm2": 0.003004,
  "min_period_ns": 19.21,
  "worstSetupEndpoint": "Sum[61]",
  "track_usage_pct": 10.09,
  "postCtsSetupRepairBufs": 0,
  "drtIter0Drc": 94,
  "cap_violations": 0,
  "end_kind": "primary output",
  "fp_util_pct": 20.67,
  "route.detailed.wl_per_inst_um": 13.72,
  "synthCells": 404,
  "routed_via_density": 4.457,
  "die_h_um": 142,
  "yosys_area_mm2": 0.003004,
  "most_common_cell": "ha_1",
  "grt_max_degree": 9
}
## final cells by class
type	count	area, µm²
multi-input cells	351	2805
well taps	184	230.2
fillers	1494	9358
inverters	53	198.9
repair buffers	194	1942
## worst min-delay path, cell delays in order
cell and delay, ns:
clkdlybuf4s50_1 0.42, inv_1 0.08, fa_1 0.16, inv_1 0.03
clkdlybuf4s50_1 0.40
## how the worst min path moves through the flow
stage | start | end | slack [ns] | depth (start not counted)
4_1_cts | In2[3] | Sum[3] | 16.38 | 4
5_1_grt | In2[61] | Sum[61] | 16.41 | 4
6_report | In2[0] | Sum[0] | 16.37 | 5
## kinds of logic after synthesis
logic type / count (synthesis) / synth area share (%)
XOR/XNOR: 43 / 12.54
AND-OR/OR-AND: 106 / 23.45
adder cells (fa/ha/maj): 80 / 37.32
AND/OR/NAND/NOR: 122 / 20.08
buffers and inverters: 53 / 6.622
## metrics by stage
step                      hold WS [ns]  setup WS (ns)  util, %  instances
after floorplan                  15.38          20.25        -        404
after global placement           16.38          18.99    35.61        782
after detailed placement         16.37          18.98    35.61        782
after CTS                        16.38          18.95    35.61        782
after global routing             16.41          18.72    35.61        782
final                            16.37          18.99    35.61        782
## per-layer routing
layer	vias up	routed length [µm]	global-route usage (%)
met2	119	5019	16.88
li1	1828	-	-
met1	1536	4487	12.69
met3	2	1184	3.896
met4	0	40	0.3228
met5	-	0	0
## power by group
part / switching, W / internal, W / leakage, nW
sequential: 0 / 0 / 0
clock: 0 / 0 / 0
combinational: 0.0000324 / 0.0000563 / 2.29
## cells in the final DEF (no fill, tap or decap), types with 3 or more instances in the layout
cell type	Yosys	layout
clkdlybuf4s50_1	0	194
ha_1	64	64
inv_1	53	53
a21oi_1	40	40
nand2_1	32	32
nor2_1	30	30
xnor2_1	27	27
o21ai_0	18	18
xor2_1	16	16
fa_1	16	16
nand3_1	14	14
a21o_1	14	14
nor3_1	10	10
nand4_1	9	9
nand2b_1	4	4
o21bai_1	4	4
nor2b_1	4	4
o211ai_1	3	3
and3_1	3	3
Power figures rest on the tool's default switching activity, not on a simulated workload.
