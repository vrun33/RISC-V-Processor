[flow/config.mk]
export PLATFORM = sky130hd
export DESIGN_NAME = register_file
export DESIGN_NICKNAME = register_file
export VERILOG_FILES = /design/flow/design.v
export SDC_FILE = /design/flow/constraint.sdc
export NUM_CORES = 4
export LEC_CHECK = 1
export CORE_UTILIZATION = 50
[flow/design.v]
module register_file (
    input wire clk,
    input wire reset,
    input wire [4:0] read_reg1,
    input wire [4:0] read_reg2,
    input wire [4:0] write_reg,
    input wire [63:0] write_data,
    input wire reg_write_en,
    output wire [63:0] read_data1,
    output wire [63:0] read_data2
);
    reg [63:0] registers [31:0];
    integer i;
    initial begin
        for (i = 0; i < 32; i = i + 1) begin
            registers[i] = 64'b0;
        end
    end
    assign read_data1 = registers[read_reg1];
    assign read_data2 = registers[read_reg2];
    always @(posedge clk or posedge reset) begin
        if (reset) begin
            for (i = 0; i < 32; i = i + 1) begin
                registers[i] <= 64'b0;
            end
        end else if (reg_write_en && write_reg != 5'b0) begin
            registers[write_reg] <= write_data;
        end
    end
endmodule
[flow/constraint.sdc]
current_design register_file

set clk_period 29.3
set clk_io_pct 0.2

create_clock -name clk0 -period $clk_period [get_ports {clk}]

set non_clock_inputs [all_inputs -no_clocks]
set_input_delay [expr $clk_period * $clk_io_pct] -clock clk0 $non_clock_inputs
set_output_delay [expr $clk_period * $clk_io_pct] -clock clk0 [all_outputs]
[flow/run.sh]
#!/bin/bash
# OpenROAD 26Q1-2900-gdf79404cd8, Yosys 0.63+post, stock flow scripts
make -C /OpenROAD-flow-scripts/flow DESIGN_CONFIG=/design/flow/config.mk WORK_HOME=/design/flow/orfs finish
==> impl_metrics.tcl <==
# implementation run metrics
set metrics [dict create \
    top_cells_by_count "dfrtp_1 (2048), mux2_2 (1950), a22oi_1 (1655)" \
    ant_nets 0 \
    synth.distinct_cells 66 \
    chipArea_sq_mm 0.2038 \
    slew_headroom_pct 7.923 \
    startpoint_type "input pin" \
    grt_pass1_vias 85841 \
    rsz0062_at_grt "false" \
    cp_slowest_cell "nor2_4" \
    grtUsageTotal_pct 54.87 \
    io_buffers 209 \
    crit_type "in -> out" \
    cp.arrival_ps 11330 \
    layout-drive-gt1-share_pct 33.48 \
    synth-main-ff-cell "dfrtp_1" \
    leakagePower_nw 50.80 \
    cp_top_family "buffers and inverters" \
    ys_cells 8494 \
    largest_register_ff_count 2048 \
    finalSetupTns_ps 0 \
    synth_top_cell_by_count "dfrtp_1" \
    area_delta_synth_final_pct 13.01 \
    top_cell_area_share_pct 50.75 \
    wirelength_um 534100 \
    regMostFlops "registers" \
    min_to "registers[0][0]$_DFFE_PP0P_" \
    vias 87338 \
    cp_common_cell "buf_4" \
    grt_start_max_net_pins 119 \
    first_pass_iters 8 \
    async_flop_share_pct 100.0 \
    fmax_mhz 58.18 \
    ys_seq_share_pct 50.75 \
    grt_pass1_wl_um 726500 \
    crit_required_ps 23440 \
    tool_warnings 31 \
    postCtsSetupBuffers 0 \
    drt-initial-drc-count 11378 \
    fin_crit_ps 17190 \
    maxCapViolations 0 \
    critPathMaxStageDelay_ps 1060 \
    cts_root_buf "clkbuf_16" \
    endpoint_kind "output pin" \
    synth_cells 8494 \
    grt-ovfl-total 0 \
    crit_fanout 34 \
    rows 164 \
    cts_resized 0 \
    final_max_slew_viol_count 0 \
    reg2reg_depth 1 \
    synth_warnings 2 \
    routabilityCongestion 1.025 \
    hold_depth 0 \
    vdd_drop_max_mv 0.07317 \
    drc_errors 0 \
    viasPerCell 7.704 \
    edf_count 0 \
    worst-r2r-setup-slack_ps 28330 \
    status "finished clean" \
    finalPower_w 0.008032 \
    core_sq_mm 0.2003 \
    routedWlPerCell_um 47.12 \
    cts_tree "done" \
    worst_slew_pin_slew_ps 1362 \
    largest_area_cell "dfrtp_1" \
    synth_flops 2048 \
    setup_violations 0 \
    synth_chip_area_sq_mm 0.1010 \
    worst_hold_path_type "reg -> reg" \
    final_hold_viol_count 0 \
    period_used_pct 58.66 \
    p_per_area_mw_per_mm2 70.38 \
    clock-sinks 2048 \
    area_leaders "dfrtp_1 (51%), mux2_2 (22%), a22oi_1 (12%)" \
    cts.path.max_buffers 3 \
    syn_avg_cell_area_sq_um 11.89 \
    clk_pin_slew_ps 60 \
    reg_top3 "registers x2048" \
    rr_startpoint "registers[20][28]$_DFFE_PP0P_" \
    antenna_found_initial 38 \
    cts_made_buffers 217 \
    syn_area_sq_mm 0.1010 \
    dieWidth_um 451.4 \
    crit_chain "buf_2 -> buf_4 -> nand2_1 -> nor2_4 -> buf_4 -> buf_4 -> a22oi_1 -> nand2_1 -> nor3_1 -> a21oi_1 -> clkdlybuf4s50_1" \
    num_io_pins 210 \
    die_h_um 451.4 \
    r2r-end "registers[20][28]$_DFFE_PP0P_" \
    fin_worst_skew_ps 0 \
    fp_util_pct 50.42 \
    clkLatencyLatePin_ps 880 \
    ctsHtreeMaxLevel 4 \
    min_from "registers[0][0]$_DFFE_PP0P_" \
    crit_buf_inv 5 \
    holdBufCountCts 0 \
    dp_hpwl_um 303200 \
]
-- cells in the final DEF (no fill, tap or decap), types with 8 or more instances in the layout --
cell and instances:
clkbuf_1 29, a2111oi_0 20, nor4_1 87, o32a_1 27, clkinv_2 45, nor2_1 168, o22ai_1 10, a22oi_1 1655
nand2_4 12, clkdlybuf4s50_1 200, a31oi_1 27, nand2b_1 10, nor2_4 73, nand4_1 172, dfrtp_1 2048, buf_12 14
nand2_1 537, o21ai_0 41, a221oi_1 44, and4_1 16, clkbuf_8 57, clkinvlp_4 14, o31ai_1 8, and2_1 9
or3_1 12, diode_2 39, bufinv_16 32, a32oi_1 14, mux2_1 47, nand3_1 62, nor3_1 95, a21oi_1 161
and3_1 14, a22o_1 68, mux2_2 1950, buf_4 422, clkbuf_16 223, a222oi_1 25, mux2i_1 68
-- cell type report --
type                    count  area [sq um]
inverters                   5         22.52
clock buffers             309          6474
fillers                 16348         86150
diodes                     39         97.59
multi-input cells        5536         46080
repair buffers            642          5480
well taps                2656          3323
flip-flops and latches   2048         51250
clock inverters           101          1395
-- stage by stage --
step	std cells	util (%)	worst slack, ps	area [sq um]	hold slack, ps
detailed placement	10887	53.00	12660	106200	388.7
global route	11305	56.94	12400	114000	415.0
floorplan	8494	-	-4997	101000	451.4
CTS	11297	56.93	12660	114000	403.1
global placement	10887	53.00	12680	106200	387.4
finish	11336	56.98	12110	114100	401.1
-- logic make-up (layout without fill, tap and decap cells) --
family | after synthesis | in the layout | synth area share (%)
compound gates | 2142 | 2142 | 15.74
buf+inv | 910 | 1057 | 4.126
flops | 2048 | 2048 | 50.75
mux | 2066 | 2066 | 22.97
other cells | 0 | 39 | 0
simple gates | 1328 | 1328 | 6.422
-- power breakdown --
group,switching (W),internal (W)
Sequential,0.000505,0.00336
Combinational,0.000531,0.000578
Clock,0.00124,0.00181
Total,0.00228,0.00575
-- worst max-delay path by stage --
| stage | start | to | slack (ps) | cells after the start |
|---|---|---|---|---|
| CTS | read_reg1[3] | read_data1[63] | 12660 | 10 |
| global route | read_reg1[4] | read_data1[63] | 12400 | 11 |
| finish | read_reg1[4] | read_data1[11] | 12110 | 11 |
-- layer usage --
layer  global-route usage (%)  wire [um]  vias to the layer above  share of wire, %
met3                    35.72      94180                     2832                18
li1                         -          -                    32410                 -
met4                    36.41      48930                       67               9.2
met2                    69.73     209500                     8303                39
met1                    68.74     180400                    43726                34
met5                    2.822       1141                        -              0.21
Power figures rest on the tool's default switching activity, not on a simulated workload.
